[/design/flow/run.sh]
#!/bin/bash
# OpenROAD 26Q1-2900-gdf79404cd8, Yosys 0.63+post, stock flow scripts
make -C /OpenROAD-flow-scripts/flow DESIGN_CONFIG=/design/flow/config.mk WORK_HOME=/design/flow/orfs finish
[/design/flow/config.mk]
export PLATFORM = sky130hd
export DESIGN_NAME = sequence_detector
export DESIGN_NICKNAME = sequence_detector
export VERILOG_FILES = /design/flow/design.v
export SDC_FILE = /design/flow/constraint.sdc
export NUM_CORES = 4
export LEC_CHECK = 1
export CORE_AREA = 10 10 70 70
export DIE_AREA = 0 0 80 80
[/design/flow/constraint.sdc]
current_design sequence_detector

set clk_period 1.0
set clk_io_pct 0.2

create_clock -name clk0 -period $clk_period [get_ports {clk}]

set non_clock_inputs [all_inputs -no_clocks]
set_input_delay [expr $clk_period * $clk_io_pct] -clock clk0 $non_clock_inputs
set_output_delay [expr $clk_period * $clk_io_pct] -clock clk0 [all_outputs]
[/design/flow/design.v]
`timescale 1ns / 1ps
module sequence_detector(
    input clk, 
    input rst,
    input din,
    output reg dout
);
    parameter s0 = 3'd0;   
    parameter s1 = 3'd1;   
    parameter s2 = 3'd2;   
    parameter s3 = 3'd3;   
    parameter s4 = 3'd4;   
    reg [2:0] state;
    always @(posedge clk or posedge rst) begin
        if (rst) begin
            state <= s0;
            dout <= 1'b0;
        end else begin
            case (state)
                s0: begin
                    dout <= 1'b0;
                    if (din)
                        state <= s1;
                    else
                        state <= s0;
                end
                s1: begin
                    dout <= 1'b0;
                    if (din)
                        state <= s2;
                    else
                        state <= s0;
                end
                s2: begin
                    dout <= 1'b0;
                    if (!din)
                        state <= s3;
                    else
                        state <= s2;
                end
                s3: begin
                    dout <= 1'b0;
                    if (din)
                        state <= s4;
                    else
                        state <= s0;
                end
                s4: begin
                    dout <= 1'b1;        
                    state <= s0;         
                end
                default: begin
                    state <= s0;
                    dout <= 1'b0;
                end
            endcase
        end
    end
endmodule
==> out/metrics.yaml <==
run_status:
  outcome: "complete, no violations"
route:
  vias_per_cell: 1.72
  drc: 0
  dr.pass1.iters: 1
  vias: 115
  avgRoutedWirePerCell_um: 5.63
  drt_iter0_drc: 0
  wirelength_um: 377
  ant_nets: 0
setup_path:
  cp-start-kind: "register"
  cp.arrival_ps: 680
  critPathBufInv: 1
  worst_ep_required_time_ps: 800
  crit_chain: "clkbuf_2"
  cpMaxStageDelayCell: "dfrtp_1"
  critPathMaxFanout: 1
  critPathCaptureType: "primary output"
  worstSetupPathType: "reg -> out"
  max_stage_delay_ps: 350
  crit_family: "flip-flops"
die:
  die_x_um: 80
  fp_util: 0.0571
  dieHeight_um: 80
  chipArea_mm2: 0.00640
  ios: 4
  fp-row-count: 21
  core-area_mm2: 0.00342
cts:
  cts_tree: "yes"
  clock-sinks: 6
  clockRootBuffer: "clkbuf_4"
  insertion_delay_ps: 240
  cts_buffer_depth: 2
  cts_resized: 2
  cts_made_buffers: 3
  path_clk_slew_ps: 50
  ctsHoldBuffers: 0
  h-tree-depth: 1
  cts_setup_buffers: 0
timing:
  setup_violations: 0
  finClkSkew_ps: 4.97
  slew_headroom: 0.855
  finalCritPeriodShare: 0.884
  max_freq_mhz: 1130
  layout_setup_ws_ps: 116
  grt_setup_unrepaired: "false"
  holdWs_ps: 171
  tightest_slew_ps: 217
  hold_viol: 0
  slew_violations: 0
  period_needed_ps: 884
  tns_ps: 0
global_route:
  grt_start_max_net_pins: 7
  grt_use_total: 0.0146
  grt_pass1_vias: 142
  antenna_found_initial: 1
  grt_pass1_wl_um: 627
  grt.overflow.total: 0
flow_run:
  tool_warnings: 25
  max_cap_violations: 0
power_and_ir_drop:
  ir_worst_vdd_mv: 0.382
  power_density_mw_per_mm2: 1770
  p_leak_nw: 0.127
min_path:
  hold_class: "in -> async"
placement:
  post_dp_cell_area_um2: 283
  io_buffers: 3
  place_inst: 62
  place_congestion: 0.698
  pre_cts_slack_ps: -20.3
logic_synthesis:
  synth_warnings: 1
  netlist_area_um2: 195
  avgSynthCellArea_um2: 15.0
  ys_cells: 13
  synth_flops: 6
  synthCells: 13
  yosysChipArea_um2: 195
  synth_cell_types: 9
  postSynthSeqShare: 0.776
finish:
  synthToLayoutAreaGrowth_pct: 57.1
  stdcell_count: 67
  drive_gt1_frac: 0.300
  fin_area_um2: 307
## routing by layer
metal,global-route usage,up-vias,part of all wire
li1,-,55,-
met1,0.0134,53,0.40
met2,0.0144,7,0.32
met3,0.0273,0,0.27
met4,0.00176,0,0
met5,0,-,0
## worst paths after layout
kind	from	to	slack [ps]	depth (start not counted)
worst max register to register	state[0]$_DFF_PP1_	state[0]$_DFF_PP1_	230	2
worst min register to register	state[1]$_DFF_PP0_	dout$_DFF_PP0_	380	0
worst min-delay path	rst	state[4]$_DFF_PP0_	170	2
max in group asynchronous	rst	state[0]$_DFF_PP1_	570	2
min in group clk0	state[1]$_DFF_PP0_	dout$_DFF_PP0_	380	0
worst max-delay path	dout$_DFF_PP0_	dout	120	1
## synth_stat cells, drive strengths merged
cell	instances	area [um2]
inv	1	3.75
nor3	1	5.00
o21a	1	7.51
nor2b	1	6.26
o21bai	1	7.51
dfrtp	5	125
and2	2	13.8
dfstp	1	26.3
## layout make-up
cell class,count,area (um2)
well taps,46,57.6
clock buffers,4,26.3
multi-input cells,6,40.0
flip-flops and latches,6,151
diodes,1,2.50
inverters,1,3.75
fillers,402,3110
repair buffers,3,25.0
## registers in the layout, summed over array words and instances (netlist names)
| signal | count |
|---|---|
| dout | 1 |
| state | 5 |
## cells in the final DEF (no fill, tap or decap), drive strengths merged
cell type      synthesis  layout
dfrtp                  5       5
clkdlybuf4s50          0       2
o21bai                 1       1
dfstp                  1       1
diode                  0       1
nor2b                  1       1
o21a                   1       1
and2                   2       2
inv                    1       1
clkbuf                 0       5
nor3                   1       1
## stage by stage
| step | util | power [mW] |
|---|---|---|
| after floorplan | - | 0.289 |
| after global placement | 0.0828 | 0.304 |
| after detailed placement | 0.0828 | 0.306 |
| after CTS | 0.0905 | 0.552 |
| after global routing | 0.0897 | 0.593 |
| final | 0.0897 | 0.541 |
## where the power goes
part / switching, mW / internal (mW)
combinational: 0.0144 / 0.0176
clock: 0.0866 / 0.151
sequential: 0.00839 / 0.263
## cells by family after synthesis
| logic type | synth area share |
|---|---|
| flops | 0.776 |
| simple gates | 0.128 |
| compound gates | 0.0770 |
| buf+inv | 0.0192 |
Power and IR drop assume default switching activity.
