==> flow/design.v <==
`timescale 1ns / 1ps
module Train_crossing(
    input clk,
    input rst,
    input train_sensor,
    input train_clear,
    output reg gate
);
    parameter IDLE      = 2'b00;
    parameter APPROACH  = 2'b01;
    parameter CLOSED    = 2'b10;
    parameter CLEARING  = 2'b11;
    reg [1:0] current_state, next_state;
    always @(posedge clk or posedge rst) begin
        if (rst)
            current_state <= IDLE;
        else
            current_state <= next_state;
    end
    always @(*) begin
        case (current_state)
            IDLE: begin
                if (train_sensor)
                    next_state = APPROACH;
                else
                    next_state = IDLE;
            end
            APPROACH: begin
                next_state = CLOSED;
            end
            CLOSED: begin
                if (train_clear)
                    next_state = CLEARING;
                else
                    next_state = CLOSED;
            end
            CLEARING: begin
                next_state = IDLE;
            end
            default: next_state = IDLE;
        endcase
    end
    always @(*) begin
        case (current_state)
            IDLE: gate = 0;
            APPROACH: gate = 1;
            CLOSED: gate = 1;
            CLEARING: gate = 0;
            default: gate = 0;
        endcase
    end
endmodule
==> flow/run.sh <==
#!/bin/bash
# OpenROAD 26Q1-2900-gdf79404cd8, Yosys 0.63+post, stock flow scripts
make -C /OpenROAD-flow-scripts/flow DESIGN_CONFIG=/design/flow/config.mk WORK_HOME=/design/flow/orfs finish
==> flow/config.mk <==
export PLATFORM = sky130hd
export DESIGN_NAME = Train_crossing
export DESIGN_NICKNAME = Train_crossing
export VERILOG_FILES = /design/flow/design.v
export SDC_FILE = /design/flow/constraint.sdc
export NUM_CORES = 4
export LEC_CHECK = 1
export CORE_AREA = 10 10 70 70
export DIE_AREA = 0 0 80 80
==> flow/constraint.sdc <==
current_design Train_crossing

set clk_period 1.5
set clk_io_pct 0.2

create_clock -name clk0 -period $clk_period [get_ports {clk}]

set non_clock_inputs [all_inputs -no_clocks]
set_input_delay [expr $clk_period * $clk_io_pct] -clock clk0 $non_clock_inputs
set_output_delay [expr $clk_period * $clk_io_pct] -clock clk0 [all_outputs]
==> flow_summary.ini <==
; implementation run metrics
[synth]
ys_warn_count = 1
postSynthSeqShare = 0.692
synthCells = 12
yosys_area_um2 = 146
ys.flops = 4
synth.distinct_cells = 6
yosysCellCount = 12
avgSynthCellArea_um2 = 12.2
syn-cell-area_um2 = 146

[drt]
vias_per_cell = 1.53
drt_first_iter_violations = 1
diodes = 0
drc = 0
routed_wl_um = 324
drt_first_pass_iters = 2
ant_nets = 0
route.vias.total = 101
wire_per_inst_um = 4.91

[grt]
antenna_found_initial = 0
grt_pass1_wl_um = 503
grt_pass1_vias = 105
grt_max_degree = 5
grt_usage = 0.0120
grt_overflow_total = 0

[setup_path]
crit_required_ns = 1.20
startpoint = current_state[0]$_DFF_PP1_
worstPathMaxFanout = 3
end_kind = primary output
startpoint_type = register
rr_endpoint = current_state[2]$_DFF_PP0_
ff2ff_path_depth = 1
rrSetupSlack_ns = 0.78
crit_arrival_ns = 1.03
r2r-start = current_state[0]$_DFF_PP1_
crit_type = register to primary output

[final_layout]
num-fill-cells = 408
fin_util = 0.0788
fin_cells = 66
area.combinational_um2 = 33.8
regArea_um2 = 101
stdcell_area_um2 = 269
largest_register = current_state
reg_top3 = current_state: 4 flops
area_delta_synth_final_pct = 83.8
drive_gt1_frac = 0.300
largest_reg_flops = 4

[run]
maxCapViolCount = 0
warnings = 25

[final_timing]
finalSetupTns_ns = 0
slew_headroom = 0.909
finalHoldViolations = 0
finClkSkew_ns = 0.00465
report.final.slew_viol_count = 0
min_period_ns = 1.33
finalClockPeriodUsage = 0.890
max_freq_ghz = 0.749
setup_viol = 0
grt_setup_unrepaired = no
tightest_slew_ns = 0.136

[worst_hold_path]
hold_class = input port to async pin

[placed_design]
port_buffers = 4
dp_cells = 62
place.gp.congestion = 0.639
placed_cell_area_um2 = 244

[cts]
clk_latency_ns = 0.24
cts_buffers = 3
htree_levels = 1
hold_buffers = 0
cts_tree = yes
clk_pin_slew_ns = 0.04
cts_sinks = 4
clockRootBuffer = clkbuf_4
clockBufferDepth = 2

[floorplanning]
chipArea_um2 = 6400
core_area_um2 = 3420
initial_core_util = 0.0429
die_width_um = 80
die_height_um = 80
row_count = 21
io-pin-count = 5

[power_and_ir_drop]
p_per_area_nw_per_um2 = 1020
p_leak_nw = 0.128
peakVddDrop_v = 0.000157

[run_status]
status = finished clean
-- cells by family (layout without fill, tap and decap cells) --
kind of cell / count (synthesis) / in the layout / share of synthesized area
DFF: 4 / 4 / 0.692
and+or+nand+nor: 3 / 3 / 0.128
buffers and inverters: 3 / 11 / 0.0769
AOI/OAI and AO/OA: 2 / 2 / 0.103
-- layout make-up --
class,instances,share of cell area
Timing Repair Buffer,4,0.144
Clock buffer,4,0.0977
Multi-Input combinational cell,5,0.126
Inverter,3,0.0419
Sequential cell,4,0.377
Tap cell,46,0.214
-- where the power goes --
part | leakage, nW | total (mW) | internal (mW) | switching [mW]
registers | 0.0522 | 0.108 | 0.108 | 0
clock network | 0.0150 | 0.153 | 0.100 | 0.0530
logic | 0.0605 | 0.0113 | 0.00734 | 0.00394
total | 0.128 | 0.273 | 0.216 | 0.0570
-- timing repair --
| action | CTS | global route |
|---|---|---|
| buffers inserted | 0 | 0 |
| endpoints found under the setup margin | 1 | 0 |
| gates resized | 1 | 0 |
-- cells in the final DEF (no fill, tap or decap) --
| master | instances |
|---|---|
| inv_1 | 3 |
| nor2_1 | 1 |
| clkdlybuf4s50_1 | 3 |
| clkbuf_1 | 1 |
| and2_2 | 2 |
| dfrtp_1 | 3 |
| a21o_1 | 2 |
| dfstp_2 | 1 |
| clkbuf_4 | 3 |
| dlygate4sd2_1 | 1 |
-- metrics by stage --
step	hold WS, ns	worst slack, ns	total power [mW]
floorplan	0.0654	0.663	0.113
finish	0.233	0.166	0.273
CTS	0.240	0.151	0.276
global route	0.244	0.126	0.291
global placement	0.418	0.235	0.121
detailed placement	0.422	0.234	0.121
-- layer usage --
layer  wire (um)  up-vias  GRT usage
met1         138       40     0.0120
met3          93        2     0.0239
met2          84        8    0.00883
met4           7        0    0.00352
met5           0        -          0
li1            -       51          -
-- synth_stat cells --
| master | instances | area, um^2 |
|---|---|---|
| nor2_1 | 1 | 3.75 |
| dfrtp_1 | 3 | 75.1 |
| a21o_1 | 2 | 15.0 |
| and2_2 | 2 | 15.0 |
| dfstp_2 | 1 | 26.3 |
| inv_1 | 3 | 11.3 |
-- worst max-delay path: stages (launching register included) --
cell and delay, ns:
dfstp_2 0.52, nor2_1 0.04, dlygate4sd2_1 0.23
-- worst max-delay path by stage --
| stage | endpoint | slack (ns) | cells past startpoint |
|---|---|---|---|
| 4_1_cts | gate | 0.15 | 2 |
| 5_1_grt | gate | 0.13 | 2 |
| 6_report | gate | 0.17 | 2 |
Power is estimated from default activity; no workload was simulated.
